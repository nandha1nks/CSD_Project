==> /design/flow/constraint.sdc <==
current_design Core

set clk_period 18.6
set clk_io_pct 0.2

create_clock -name clk0 -period $clk_period [get_ports {Clk}]

set non_clock_inputs [all_inputs -no_clocks]
set_input_delay [expr $clk_period * $clk_io_pct] -clock clk0 $non_clock_inputs
set_output_delay [expr $clk_period * $clk_io_pct] -clock clk0 [all_outputs]
==> /design/flow/config.mk <==
export PLATFORM = sky130hd
export DESIGN_NAME = Core
export DESIGN_NICKNAME = Core
export VERILOG_FILES = /design/flow/design.v
export SDC_FILE = /design/flow/constraint.sdc
export NUM_CORES = 4
export LEC_CHECK = 1
export CORE_UTILIZATION = 40
==> /design/flow/run.sh <==
#!/bin/bash
# OpenROAD 26Q1-2900-gdf79404cd8, Yosys 0.63+post, stock flow scripts
make -C /OpenROAD-flow-scripts/flow DESIGN_CONFIG=/design/flow/config.mk WORK_HOME=/design/flow/orfs finish
==> /design/flow/design.v <==
module ALU (
	input signed [31:0] in1,
	input signed [31:0] in2,
	input [5:0] CONTROL_ALU_BITS,
	output reg[31:0] out, 
	output reg zero);
	reg [31:0] unsigned_in1;
	reg [31:0] unsigned_in2;
	always @(in1 or in2 or CONTROL_ALU_BITS) begin
		case(CONTROL_ALU_BITS) 
			6'b100000:    
				begin out = in1 + in2; zero = 1'b0; end
			6'b100001:    
				begin 
					if (in1 < 16'd0) begin unsigned_in1 = -in1; end else begin unsigned_in1 = in1; end
					if (in2 < 16'd0) begin unsigned_in2 = -in2; end else begin unsigned_in2 = in2; end
					out = in1 + in2; zero = 1'b0; end 
			6'b100100:    
				begin out = in1 & in2; zero = 1'b0; end
			6'b100101:    
				begin out = in1 | in2; zero = 1'b0; end
			6'b100110:    
				begin out = in1 ^ in2; zero = 1'b0; end
			6'b100010:    
				begin out = in1 - in2; zero = 1'b0; end
			6'b100011:    
				begin 
					if (in1 < 16'd0) begin unsigned_in1 = -in1; end else begin unsigned_in1 = in1; end
					if (in2 < 16'd0) begin unsigned_in2 = -in2; end else begin unsigned_in2 = in2; end
					out = in1 - in2; zero = 1'b0; end
			6'b000000, 6'b000100:    
				begin out = in1 << in2; zero = 1'b0; end
			6'b000011:    
				begin out = in1 >> in2; zero = 1'b0; end
			6'b000010:    
				begin if (in1 < 16'd0) begin unsigned_in1 = -in1; end else begin unsigned_in1 = in1; end
					out = in1 >> in2; zero = 1'b0; end
			6'b000110:    
				begin out = in1 >> in2; zero = 1'b0; end
			6'b101010:   
				begin if (in1<in2) begin out = 32'd1; end else begin out = 32'd0; end zero=1'b0; end
			6'b101011:    
				begin 
					if (in1 < 16'd0) begin unsigned_in1 = -in1; end else begin unsigned_in1 = in1; end
					if (in2 < 16'd0) begin unsigned_in2 = -in2; end else begin unsigned_in2 = in2; end
					if (unsigned_in1<unsigned_in2) begin out = 32'd1; end else begin out = 32'd0; end zero=1'b0; end
			6'b001000:  
				begin out = in1; zero=1'b0; end
			6'b111000:  
				begin out = in2; zero=1'b0; end
			6'b110000:  
				begin out = 32'd0; zero = in1 == in2; end
			6'b110001:  
				begin out = 32'd0; zero = in1 != in2; end
			6'b110010:  
				begin out = 32'd0; zero = in1 > 32'd0; end
			6'b110011:  
				begin out = 32'd0; zero = in1 <= 32'd0; end
			6'b110100:  
				begin out = 32'd0; zero = in1 >= 32'd0; end
			6'b110101:  
				begin out = 32'd0; zero = in1 < 32'd0; end
		endcase
	end
endmodule 
module ALU_tb;
	reg [31:0] in1;
	reg [31:0] in2;
	reg [5:0] Con;
	wire [31:0] out;
	wire zero;
	ALU alu(in1, in2, Con, out, zero);
	initial begin
		in1 = 32'h0fffffff;
		in2 = 32'hffffffff;
		Con = 6'b100000;  
		#100;
		Con = 6'b100001;  
		#100;
		Con = 6'b100100;  
		#100;
		Con = 6'b100101;  
		#100;
		Con = 6'b100110;  
		#100;
		Con = 6'b100010;  
		#100;
		Con = 6'b100011;  
		#100;
		Con = 6'b000000;  
		#100;
		Con = 6'b000100;  
		#100;
		Con = 6'b000011;  
		#100;
		Con = 6'b000010;  
		#100;
		Con = 6'b000110;  
		#100;
		Con = 6'b101010;  
		#100;
		Con = 6'b101011;  
		#200
		Con = 6'b000000;
	end
endmodule 
module ALU_Control(
	input [5:0] opcode,
	input [5:0] funct,
	output reg[5:0] CONTROL_ALU_BITS);
	always @(opcode or funct) begin
		case(opcode)
			6'b000000:  
				begin CONTROL_ALU_BITS = funct; end
			6'b001000:  
				begin CONTROL_ALU_BITS = 6'b100000; end
			6'b001001:  
				begin CONTROL_ALU_BITS = 6'b100001; end
			6'b001100:  
				begin CONTROL_ALU_BITS = 6'b100100; end
			6'b001101:  
				begin CONTROL_ALU_BITS = 6'b100101; end
			6'b001010:  
				begin CONTROL_ALU_BITS = 6'b101010; end
			6'b001011:  
				begin CONTROL_ALU_BITS = 6'b101011; end
			6'b001110:  
				begin CONTROL_ALU_BITS = 6'b100110; end
			6'b100000, 6'b100011, 6'b101000, 6'b101011:  
				begin CONTROL_ALU_BITS = 6'b100001; end
			6'b001111:  
				begin CONTROL_ALU_BITS = 6'b111000; end
			6'b000100:  
				begin CONTROL_ALU_BITS = 6'b110000; end
			6'b000101:  
				begin CONTROL_ALU_BITS = 6'b110001; end
			6'b000111:  
				begin CONTROL_ALU_BITS = 6'b110010; end
			6'b000110:  
				begin CONTROL_ALU_BITS = 6'b110011; end
			6'b000001:  
				begin CONTROL_ALU_BITS = funct; end
			default: CONTROL_ALU_BITS = 6'bxxxxxx;
		endcase
	end
endmodule
module ALU_Control_tb;
	reg [5:0] o; reg[5:0] f; wire[5:0] co;
	ALU_Control aluControl(o, f, co);
	initial begin
		o = 6'b000000;
		f = 6'b100100;
		#100
		o = 6'b001000;
		#100
		o = 6'b001001;
		#100
		o = 6'b000000;
	end
endmodule
module Adder(
	input [31:0] in1,
	input [31:0] in2, 
	output [31:0] out);
	assign out = in1+in2;
endmodule 
module Adder_tb;
	reg [31:0] i1;
	reg [31:0] i2;
	wire [31:0] o;
	Adder test(i1, i2, o);
	initial begin 
		i1 = 32'h00000000;
		i2 = 32'h0f0f0f0f;
		#100
		i1 = 32'h000f0f0f;
		i2 = 32'hffffffff;
		#100
		i1 = 32'd0;
	end
endmodule 
module And(
	input a,
	input b,
	output c);
	assign c = a&b;
endmodule 
module BranchPC (
	input [31:0] pcPlus4,
	input [31:0] imm,
	output reg [31:0] branchPc);
	always @(pcPlus4 or imm) begin
		branchPc = pcPlus4 + (imm<<2);
	end
endmodule
module Core
(
  input Clk,
  input [31:0] instruction,
  input [31:0] regData1,
  input [31:0] regData2,
  input [31:0] ramOutput,
  output reg CONTROL_REG_WRITE,
  output reg CONTROL_MEM_READ,
  output reg CONTROL_MEM_WRITE,
  output reg CONTROL_BRANCH,
  output reg [4:0] readReg1,
  output reg [4:0] readReg2,
  output [4:0] writeReg,
  output [31:0] aluOutput,
  output [31:0] writeRegData,
  output reg [31:0] PC
);
	reg CONTROL_REG_DST, CONTROL_ALU_SRC, CONTROL_MEM_TO_REG;
	reg CONTROL_JUMP, CONTROL_JUMP_REGISTER, CONTROL_LINK;
	wire CONTROL_BRANCH_SELECT;
	wire [5:0] CONTROL_ALU_BITS;
	reg [5:0] funct;
	wire [31:0] aluInput1;
	wire [31:0] aluInput2;
	wire aluZero;
	wire [31:0] pcPlus4;
	wire [31:0] jumpPc;
	wire [31:0] branchPc;
	wire [31:0] afterBranchPc;
	wire [31:0] nextPc;
	wire [31:0] afterJumpPc;
	reg [5:0]opcode;reg [4:0]s;reg [4:0]t;reg [4:0]d;reg [15:0]immediate;reg [4:0] shift;
	wire [31:0] signExtendedImmediate;
	Mux5 writeRegMux(t, d, CONTROL_REG_DST, writeReg);
	Mux32 alu1Mux(regData1, 32'd0, 1'b0, aluInput1);
	Mux32 alu2Mux(regData2, signExtendedImmediate, CONTROL_ALU_SRC, aluInput2);
	SignExtend16 immSignExtend(immediate, signExtendedImmediate);
	ALU_Control aluControl(opcode, funct, CONTROL_ALU_BITS);
	ALU alu(aluInput1, aluInput2, CONTROL_ALU_BITS, aluOutput, aluZero);
	reg [31:0] tempPc = 32'd0;
	reg [31:0] tempIns = 32'd0;
	Adder pcAdder(tempPc, 32'h00000004, pcPlus4);
	JumpPC gettingJumpPc(pcPlus4, tempIns, jumpPc);
	BranchPC gettingBranchPc(pcPlus4, signExtendedImmediate, branchPc);
	And branchAnd(aluZero, CONTROL_BRANCH, CONTROL_BRANCH_SELECT);
	Mux32 branchSelectPC(pcPlus4, branchPc, CONTROL_BRANCH_SELECT, afterBranchPc);
	Mux32 jumpSelectPC(afterBranchPc, jumpPc, CONTROL_JUMP, afterJumpPc);
	Mux32 jumpRegisterSelectPC(afterJumpPc, aluOutput, CONTROL_JUMP_REGISTER, nextPc);
	wire[31:0] afterMemOutput;
	Mux32 writeRegDataMux(aluOutput, ramOutput, CONTROL_MEM_TO_REG, afterMemOutput);
	Mux32 writeLinkPCMux(afterMemOutput, nextPc, CONTROL_LINK, writeRegData);
	initial begin PC = 32'h00000000; end
	always @(posedge Clk) begin
		tempPc = PC;
		tempIns = instruction;
		opcode = instruction[31:26];
		readReg1 = instruction[25:21];
		readReg2 = instruction[20:16];
		t = instruction[20:16];
		d = instruction[15:11];
		immediate = instruction[15:0];
		shift = instruction[10:6];
		funct = instruction[5:0];
		case(opcode)
			6'b000000:  begin      
				CONTROL_REG_DST = 1;
				CONTROL_ALU_SRC = 0;
				CONTROL_REG_WRITE = 1;
				CONTROL_MEM_TO_REG = 0;
				CONTROL_MEM_READ = 0;
				CONTROL_MEM_WRITE = 0;
				CONTROL_BRANCH = 0;
				CONTROL_JUMP = 0;
				CONTROL_LINK = 0;
				if(funct == 6'b001000) begin CONTROL_JUMP_REGISTER = 1'b1; CONTROL_REG_WRITE = 1'b0; end
				else begin CONTROL_JUMP_REGISTER = 1'b0; CONTROL_REG_WRITE = 1'b1; end
				end
			6'b001000, 6'b001001, 6'b001100, 6'b001101, 6'b001010, 6'b001011, 6'b001110:  begin      
				CONTROL_REG_DST = 0;
				CONTROL_ALU_SRC = 1;
				CONTROL_REG_WRITE = 1;
				CONTROL_MEM_TO_REG = 0;
				CONTROL_MEM_READ = 0;
				CONTROL_MEM_WRITE = 0;
				CONTROL_BRANCH = 0;
				CONTROL_JUMP = 0;
				CONTROL_LINK = 0;
				CONTROL_JUMP_REGISTER = 0;
				end
			6'b100000, 6'b100011: begin   
				CONTROL_REG_DST = 0;
				CONTROL_ALU_SRC = 1;
				CONTROL_REG_WRITE = 1;
				CONTROL_MEM_TO_REG = 1;
				CONTROL_MEM_READ = 1;
				CONTROL_MEM_WRITE = 0;
				CONTROL_BRANCH = 0;
				CONTROL_JUMP = 0;
				CONTROL_LINK = 0;
				CONTROL_JUMP_REGISTER = 0;
				end
			6'b101000, 6'b101011: begin   
				CONTROL_REG_DST = 0;
				CONTROL_ALU_SRC = 1;
				CONTROL_REG_WRITE = 0;
				CONTROL_MEM_TO_REG = 0;
				CONTROL_MEM_READ = 0;
				CONTROL_MEM_WRITE = 1;
				CONTROL_BRANCH = 0;
				CONTROL_JUMP = 0;
				CONTROL_LINK = 0;
				CONTROL_JUMP_REGISTER = 0;
				end
			6'b001111: begin   
				CONTROL_REG_DST = 0;
				CONTROL_ALU_SRC = 1;
				CONTROL_REG_WRITE = 1;
				CONTROL_MEM_TO_REG = 0;
				CONTROL_MEM_READ = 0;
				CONTROL_MEM_WRITE = 0;
				CONTROL_BRANCH = 0;
				CONTROL_JUMP = 0;
				CONTROL_LINK = 0;
				CONTROL_JUMP_REGISTER = 0;
				end
			6'b000010: begin   
				CONTROL_REG_DST = 0;
				CONTROL_ALU_SRC = 0;
				CONTROL_REG_WRITE = 0;
				CONTROL_MEM_TO_REG = 0;
				CONTROL_MEM_READ = 0;
				CONTROL_MEM_WRITE = 0;
				CONTROL_BRANCH = 0;
				CONTROL_JUMP = 1;
				CONTROL_LINK = 0;
				CONTROL_JUMP_REGISTER = 0;
				end
			6'b000011: begin  
				d = 5'hff;
				CONTROL_REG_DST = 1;
				CONTROL_ALU_SRC = 0;
				CONTROL_REG_WRITE = 1;
				CONTROL_MEM_TO_REG = 0;
				CONTROL_MEM_READ = 0;
				CONTROL_MEM_WRITE = 0;
				CONTROL_BRANCH = 0;
				CONTROL_JUMP = 1;
				CONTROL_LINK = 1;
				CONTROL_JUMP_REGISTER = 0;
				end
			6'b000100, 6'b000111, 6'b000110, 6'b000101: begin  
				CONTROL_REG_DST = 0;
				CONTROL_ALU_SRC = 0;
				CONTROL_REG_WRITE = 0;
				CONTROL_MEM_TO_REG = 0;
				CONTROL_MEM_READ = 0;
				CONTROL_MEM_WRITE = 0;
				CONTROL_BRANCH = 1;
				CONTROL_JUMP = 0;
				CONTROL_LINK = 0;
				CONTROL_JUMP_REGISTER = 0;
				end
			6'b000001: begin  
				CONTROL_REG_DST = 0;
				CONTROL_ALU_SRC = 0;
				CONTROL_REG_WRITE = 0;
				CONTROL_MEM_TO_REG = 0;
				CONTROL_MEM_READ = 0;
				CONTROL_MEM_WRITE = 0;
				CONTROL_BRANCH = 1;
				CONTROL_JUMP = 0;
				CONTROL_LINK = 0;
				CONTROL_JUMP_REGISTER = 0;
				if (t==6'b000000) begin funct=6'b110100; end
				if (t==6'b100000) begin CONTROL_LINK = 1; CONTROL_REG_DST = 1; d = 5'hff; funct=6'b110100; end
				if (t==6'b000001) begin funct=6'b110101; end
				if (t==6'b100001) begin CONTROL_LINK = 1; CONTROL_REG_DST = 1; d = 5'hff; funct=6'b110101; end
				end
		endcase
		#10
		PC = nextPc;
	end
endmodule 
module JumpPC(
	input [31:0] nextPc,
	input [31:0] inst,
	output reg [31:0] jumpPc);
	always @(nextPc or inst) begin
		jumpPc[1:0] = 2'b00;
		jumpPc[27:2] = inst[25:0];
		jumpPc[31:28] = nextPc[31:28];
	end 
endmodule 
module Mux5 (
	input [4:0] in1,
	input [4:0] in2, 
	input sel,
	output reg [4:0] out);
	always @(in1 or in2 or sel) begin
		if(sel == 0) begin out = in1; end
		else begin out = in2; end
	end
endmodule 
module Mux32 (
	input [31:0] in1,
	input [31:0] in2, 
	input sel,
	output reg [31:0] out);
	always @(in1 or in2 or sel) begin
		if(sel == 0) begin out = in1; end
		else begin out = in2; end
	end
endmodule 
module Mux32_tb;
	reg [31:0] i1;
	reg [31:0] i2;
	wire [31:0] o;
	reg sel;
	Mux32 test(i1, i2, sel, o);
	initial begin
		i1 = 32'd0;
		i2 = 32'd1;
		sel = 0;
		#100
		sel = 1;
		#100
		sel = 0;
	end
endmodule 
module SignExtend16(
	input [15:0] in,
	output reg [31:0] out);
	always @(in) begin
		out[15:0] = in;
		out[31:16] = {32{in[15]}};
	end
endmodule
module SignExtend16_tb;
	reg [15:0] in;
	wire[31:0] out;
	SignExtend16 test(in, out);
	initial begin
	in = 16'h0101;
	#100
	in = 16'hf101;
	#100
	in = 16'd0;
	end
endmodule 
==> summary.txt <==
Status of the implementation.

- The flow ran to the end, and the final reports show no timing, DRC or antenna violations.
- The post-cts gate resize count is 0, for reference.
- From left edge to right edge, the die measures 207.6 µm.
- The count of library flops with an enable pin is 9, for reference.
- The critical path launch point type is a flip-flop, for reference.
- Data arrives at the worst endpoint at 5210 ps.
- Of all nets on the critical path, the largest fanout is 6.
- The synthesized design spends more area on one cell type than any other, namely sky130_fd_sc_hd__dfxtp_1.
- The power density of the placed cells is 67.42 nW/µm², for reference.
- The final power report lists total power as 1.367 mW.
- The DRC violation total left in the routed layout is recorded as 0.
- The average footprint of a synthesized cell is 7.363 µm², for reference.
- The final layout reports a setup TNS of 0 ps.
- The final critical delay including setup and external delays is 8927 ps, for reference.
- The global route stage reports its total congestion overflow as 0.
- The transition time recorded at the tightest slew-check pin is 959.4 ps.
- Endpoints with negative setup slack in the final report add up to 0.
- The chip area line in the Yosys stat output reads 16910 µm².
- Across all hold checks on the routed design, the worst slack comes to 350.5 ps.
- The peak supply drop is 60.30 µV, for reference.
- The number of cells in the yosys synthesis report is 2297, for reference.
- The most critical min-delay path falls under reg -> reg.
- On the final layout, the worst clock skew is 11.92 ps.
- The first routing iteration left 1975 violations.
- After clock tree synthesis, the flow added hold-fix buffers numbering 0.
- The number of primary I/O pins is 244, for reference.
- The share of cells above drive strength 1 is 0.05356, for reference.
- The share of the core area taken by cells at floorplan is 0.4096.
- Pins over their slew limit in the final report were tallied at 0.
- The launch point of the worst register-to-register path is recorded as tempPc[4]$_DFF_P_.
- The Yosys step of the flow raised 11 warnings.
- In the log, the iteration count for the first detailed-route pass is 6.
- Per STA, the startpoint of the critical path is tempPc[4]$_DFF_P_.
- The timer found 33 register pins that no clock reaches; their paths are not timed.
- The stage logs contain a warning count of 95.
- The timing endpoint of the critical path is writeRegData[30], for reference.
- Overall routing resource usage recorded by global route was 0.3457.
- The main area contributors are sky130_fd_sc_hd__dfxtp_1 (16%), sky130_fd_sc_hd__ha_1 (9.8%), sky130_fd_sc_hd__mux2i_1 (7.5%), sky130_fd_sc_hd__a21oi_1 (5.5%), sky130_fd_sc_hd__nand2_1 (5.4%).
- The total setup buffers inserted after CTS is 0, for reference.
- The placement summary gives the final routability congestion estimate as 1.026.
- The worst register-to-register path has a depth of 13.
- Dividing the detail-routed wire length by the instance count gives 24.87 µm.
- The tally of max-capacitance violations is 0, for reference.
- The portion of the clock cycle consumed by the worst path in the final layout is 0.4799, for reference.
- Using the TritonRoute via totals, the vias-per-cell ratio works out to 6.228.
- The area taken by multi-input combinational cells is reported as 12490 µm².
- Clock-pin slew was measured on the worst setup and hold paths at 60 ps.
- Measured against its own limit, the worst slew margin works out to 0.3438.
- The first global-routing pass estimated 112300 µm of wire.
- The leakage power is 8.383 nW, for reference.
- The area taken by sequential standard cells is reported as 3428 µm².
- STA classifies the critical path endpoint as a primary output.
- The routed layout has 18546 vias.
- The register bit count reported by yosys is 175, for reference.
- The clock latency at the later pin of the worst-skew pair is 430 ps, for reference.
- The total CTS buffers is 17, for reference.
- The gate count of the mapped netlist is 2297, for reference.
- Timing would allow up to 112.0 MHz.
- The post-synthesis to final-layout area growth is 19.89%, for reference.
- The clock tree from TritonCTS is yes, for reference.
- The die outline area is 43110 µm², for reference.
- The number of H-tree levels is 4, for reference.
- The buffer cell driving the clock tree root is sky130_fd_sc_hd__clkbuf_16, for reference.
- The initial antenna violation count was 2.
- The end of the worst register-to-register path is PC[30]$_DFF_P_, for reference.
- Measured along the y axis, the die boundary spans 207.6 µm.
- In this run, distinct cell masters in the synthesized netlist total 90.
- The via count of the first global-routing pass is 17534, for reference.
- The remaining antenna violation count after routing is 0, for reference.
- 65 endpoints have no timing constraint.
- Endpoints failing hold in the final report were tallied at 0.
- The worst setup path is of the reg -> out kind.
- The largest net degree at the start of global routing is 64, for reference.
- The dominant synthesized flop cell is sky130_fd_sc_hd__dfxtp_1, for reference.
- In this run the register-to-register setup slack is 14210 ps.
- The floorplan has 74 rows.
- The data required time reported for the critical path is 14880 ps.
- The core footprint is 41290 µm², for reference.
- The area fraction of the largest cell type after synthesis is 0.1574.
- The number of port buffers is 243, for reference.
- Wires add up to 74070 µm.
- Per the CTS log, the buffer count on the longest clock path is 2.
- The tally of filler cells in the layout is 3972, for reference.
- Setup repair after global routing left no endpoint under its margin.
- The sum of net half-perimeters after detailed placement is 57960 µm, for reference.
- Of all flip-flops after synthesis, the portion carrying an async set or reset was 0.
- The antenna diode count is 0, for reference.
- In this run the cell area of the synthesized design comes to 16910 µm².
report_power, final:
part | leakage, nW | switching (mW) | internal (mW)
logic | 6.63 | 0.382 | 0.269
registers | 1.47 | 0.0286 | 0.350
clock network | 0.282 | 0.148 | 0.189
total | 8.38 | 0.559 | 0.808
routing by layer:
layer	track usage	vias to the layer above	wire length [µm]
met5	0	-	0
met4	0.1206	0	3047
met3	0.05203	138	5821
met2	0.5236	941	32130
met1	0.5076	8726	33060
li1	-	8741	-
synth_stat cells, types with 14 or more instances:
library cell / n
sky130_fd_sc_hd__nand4_1: 24
sky130_fd_sc_hd__inv_1: 110
sky130_fd_sc_hd__and2_1: 16
sky130_fd_sc_hd__a221oi_1: 20
sky130_fd_sc_hd__clkbuf_1: 119
sky130_fd_sc_hd__nor2b_1: 21
sky130_fd_sc_hd__a31oi_1: 21
sky130_fd_sc_hd__a21o_1: 43
sky130_fd_sc_hd__and3_1: 25
sky130_fd_sc_hd__dfxtp_1: 133
sky130_fd_sc_hd__nor3_1: 42
sky130_fd_sc_hd__o21ai_0: 176
sky130_fd_sc_hd__o221ai_1: 14
sky130_fd_sc_hd__o31ai_1: 20
sky130_fd_sc_hd__nor2_1: 199
sky130_fd_sc_hd__nand3_1: 67
sky130_fd_sc_hd__buf_1: 26
sky130_fd_sc_hd__a21oi_1: 186
sky130_fd_sc_hd__a211oi_1: 34
sky130_fd_sc_hd__mux2_2: 24
sky130_fd_sc_hd__xnor2_1: 43
sky130_fd_sc_hd__buf_2: 14
sky130_fd_sc_hd__nand2b_1: 23
sky130_fd_sc_hd__xor2_1: 29
sky130_fd_sc_hd__dlxtn_1: 33
sky130_fd_sc_hd__ha_1: 132
sky130_fd_sc_hd__mux2i_1: 126
sky130_fd_sc_hd__nor4_1: 34
sky130_fd_sc_hd__a222oi_1: 20
sky130_fd_sc_hd__o21bai_1: 16
sky130_fd_sc_hd__o22ai_1: 27
sky130_fd_sc_hd__nand2_1: 242
sky130_fd_sc_hd__o211ai_1: 39
cells in the final DEF, fill, tap and decap left out, types with 9 or more instances in the layout:
| master | netlist | layout |
|---|---|---|
| sky130_fd_sc_hd__a211oi_1 | 34 | 34 |
| sky130_fd_sc_hd__a21o_1 | 43 | 43 |
| sky130_fd_sc_hd__a21oi_1 | 186 | 186 |
| sky130_fd_sc_hd__a221oi_1 | 20 | 20 |
| sky130_fd_sc_hd__a222oi_1 | 20 | 20 |
| sky130_fd_sc_hd__a31oi_1 | 21 | 20 |
| sky130_fd_sc_hd__and2_1 | 16 | 16 |
| sky130_fd_sc_hd__and3_1 | 25 | 25 |
| sky130_fd_sc_hd__buf_4 | 0 | 33 |
| sky130_fd_sc_hd__clkbuf_16 | 0 | 17 |
| sky130_fd_sc_hd__clkdlybuf4s50_1 | 0 | 243 |
| sky130_fd_sc_hd__dfxtp_1 | 133 | 133 |
| sky130_fd_sc_hd__dlxtn_1 | 33 | 33 |
| sky130_fd_sc_hd__edfxtp_1 | 9 | 9 |
| sky130_fd_sc_hd__ha_1 | 132 | 132 |
| sky130_fd_sc_hd__inv_1 | 110 | 110 |
| sky130_fd_sc_hd__mux2_2 | 24 | 24 |
| sky130_fd_sc_hd__mux2i_1 | 126 | 122 |
| sky130_fd_sc_hd__nand2_1 | 242 | 242 |
| sky130_fd_sc_hd__nand2b_1 | 23 | 23 |
| sky130_fd_sc_hd__nand3_1 | 67 | 67 |
| sky130_fd_sc_hd__nand4_1 | 24 | 24 |
| sky130_fd_sc_hd__nor2_1 | 199 | 199 |
| sky130_fd_sc_hd__nor2b_1 | 21 | 21 |
| sky130_fd_sc_hd__nor3_1 | 42 | 42 |
| sky130_fd_sc_hd__nor4_1 | 34 | 34 |
| sky130_fd_sc_hd__o2111ai_1 | 11 | 11 |
| sky130_fd_sc_hd__o211ai_1 | 39 | 39 |
| sky130_fd_sc_hd__o21a_1 | 11 | 11 |
| sky130_fd_sc_hd__o21ai_0 | 176 | 176 |
| sky130_fd_sc_hd__o21bai_1 | 16 | 16 |
| sky130_fd_sc_hd__o221ai_1 | 14 | 14 |
| sky130_fd_sc_hd__o22ai_1 | 27 | 27 |
| sky130_fd_sc_hd__o31ai_1 | 20 | 20 |
| sky130_fd_sc_hd__xnor2_1 | 43 | 43 |
| sky130_fd_sc_hd__xor2_1 | 29 | 29 |
registers in the layout (all words and copies together), names as in the netlist, 6 cells and up:
name / cells
PC: 32
tempIns: 26
funct: 6
opcode: 6
alu.out: 32
tempPc: 32
immediate: 16
worst max-delay path: stages, from the launching register on:
cell and delay, ps:
sky130_fd_sc_hd__dfxtp_1 410, sky130_fd_sc_hd__and4_1 310, sky130_fd_sc_hd__nand4_1 340, sky130_fd_sc_hd__nor3_1 700, sky130_fd_sc_hd__xnor2_1 250, sky130_fd_sc_hd__ha_1 390
sky130_fd_sc_hd__nor2b_1 160, sky130_fd_sc_hd__o21a_1 200, sky130_fd_sc_hd__nor4_1 400, sky130_fd_sc_hd__o21ai_0 240, sky130_fd_sc_hd__a311oi_1 300, sky130_fd_sc_hd__xor2_1 180
sky130_fd_sc_hd__a21oi_1 110, sky130_fd_sc_hd__a221o_1 360, sky130_fd_sc_hd__clkdlybuf4s50_1 440
worst min-delay path by stage:
| stage | startpoint | cells past startpoint | slack, ps | to |
|---|---|---|---|---|
| global route | PC[20]$_DFF_P_ | 0 | 360 | tempPc[20]$_DFF_P_ |
| finish | PC[0]$_DFF_P_ | 0 | 350 | tempPc[0]$_DFF_P_ |
| CTS | PC[0]$_DFF_P_ | 0 | 350 | tempPc[0]$_DFF_P_ |
area by class of cell:
| class | instances | area share |
|---|---|---|
| clock buffer | 17 | 0.02098 |
| clock inverter | 15 | 0.007405 |
| inverter | 115 | 0.02129 |
| multi-input combinational | 1848 | 0.6162 |
| sequential | 175 | 0.1691 |
| tap | 532 | 0.03283 |
| timing repair buffer | 276 | 0.1322 |
logic make-up after synthesis:
logic type	share of synthesized area
xor gates and xnor gates	0.03729
and+or+nand+nor	0.2099
AOI/OAI and AO/OA	0.2845
latches	0.02930
DFF	0.1734
muxes	0.1025
adders and majority gates	0.1012
buffers and inverters	0.06185
metrics by stage:
| step | instance area (µm²) | utilization | setup slack, ps | std cells |
|---|---|---|---|---|
| global placement | 19700 | 0.4771 | 9818 | 2946 |
| global route | 20280 | 0.4910 | 9190 | 2978 |
| floorplan | 16910 | - | 10690 | 2297 |
| finish | 20280 | 0.4910 | 9673 | 2978 |
| detailed placement | 19700 | 0.4771 | 9834 | 2946 |
| CTS | 20280 | 0.4910 | 9678 | 2978 |
Power figures rest on the tool's default switching activity, not on a simulated workload.
