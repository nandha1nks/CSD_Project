### ./design.v
module ROM (
	input [31:0] PC,
	output reg [31:0] instruction);
	reg [7:0] memory [63:0];
	initial begin 
		memory[0] = 8'b00111100;  
		memory[1] = 8'b00000010;
		memory[2] = 8'b00000000;
		memory[3] = 8'b00000011;
		memory[4] = 8'b00000000;  
		memory[5] = 8'b01000010;
		memory[6] = 8'b00011000;
		memory[7] = 8'b00100000;
		memory[8] = 8'b10101100;  
		memory[9] = 8'b00000011;
		memory[10] = 8'b00000000;
		memory[11] = 8'b00000100;
		memory[12] = 8'b00010000;  
		memory[13] = 8'b01000010;
		memory[14] = 8'b11111111;
		memory[15] = 8'b11111100;
		memory[16] = 8'b00000000;  
		memory[17] = 8'b01000010;
		memory[18] = 8'b00100000;
		memory[19] = 8'b00000100;
		memory[20] = 8'b10001100;  
		memory[21] = 8'b00000101;
		memory[22] = 8'b00000000;
		memory[23] = 8'b00000100;
		memory[24] = 8'b00000100;  
		memory[25] = 8'b00010001;
		memory[26] = 8'b00000000;
		memory[27] = 8'b00000001;
		memory[32] = 8'b00000011;  
		memory[33] = 8'b11100000;
		memory[34] = 8'b00000000;
		memory[35] = 8'b00001000; 
		memory[28] = 8'b00001100;  
		memory[29] = 8'b01000000;
		memory[30] = 8'b00000000;
		memory[31] = 8'b00000100;
	end
	always @(PC) begin
		instruction[7:0] = memory[PC+3];
		instruction[15:8] = memory[PC+2];
		instruction[23:16] = memory[PC+1];
		instruction[31:24] = memory[PC];
	end
endmodule 
module ROM_tb;
	reg [31:0] PC;
	wire [31:0] instruction;
	ROM r(PC, instruction);
	initial begin
		PC = 32'h00000000;
		#100
		PC = 32'h00000004;
		#100
		PC = 32'h00000000;
	end
endmodule 
### ./run.sh
#!/bin/bash
# OpenROAD 26Q1-2900-gdf79404cd8, Yosys 0.63+post, stock flow scripts
make -C /OpenROAD-flow-scripts/flow DESIGN_CONFIG=/design/flow/config.mk WORK_HOME=/design/flow/orfs finish
### ./config.mk
export PLATFORM = sky130hd
export DESIGN_NAME = ROM
export DESIGN_NICKNAME = ROM
export VERILOG_FILES = /design/flow/design.v
export SDC_FILE = /design/flow/constraint.sdc
export NUM_CORES = 4
export LEC_CHECK = 1
export CORE_AREA = 10 10 101 101
export DIE_AREA = 0 0 111 111
### ./constraint.sdc
current_design ROM

set clk_period 3.8
set clk_io_pct 0.2

create_clock -name clk0 -period $clk_period

set non_clock_inputs [all_inputs -no_clocks]
set_input_delay [expr $clk_period * $clk_io_pct] -clock clk0 $non_clock_inputs
set_output_delay [expr $clk_period * $clk_io_pct] -clock clk0 [all_outputs]
==> flow_metrics.tcl <==
# metrics dict for downstream scripts
set metrics [dict create \
    status "completed" \
    fill_cells 790 \
    antenna_found_initial 0 \
    path_cells "dlygate4sd2_1, buf_6, ha_2, a21oi_4, xnor2_2, buf_4, buf_4, xnor2_1, a22oi_1, o21ai_0, clkdlybuf4s50_1" \
    fin_cells 508 \
    synth_warnings 1 \
    fmax_mhz 272 \
    worst_pin_slew_ns 0.330 \
    die_area_um2 12300 \
    slew_viol_final 0 \
    wl_per_cell_um 14.4 \
    dp.cells 504 \
    grt_pass1_wl_um 11800 \
    fp-utilization_pct 25.3 \
    worstPathArrival_ns 2.92 \
    grtUsageTotal_pct 10.9 \
    avgSynthCellArea_um2 6.81 \
    grt_pass1_vias 2329 \
    tool_warnings 71 \
    dp_hpwl_um 5590 \
    clkbuf_count 0 \
    worstPathRequired_ns 3.04 \
    min_path_cells 7 \
    comb_area_um2 1950 \
    ys_cells 302 \
    cp_max_fo 10 \
    area_growth_pct 60.0 \
    cap_viol_max_count 0 \
    setup.worst_path.start_class "input port" \
    slowest_stage "clkdlybuf4s50_1" \
    grt_max_degree 19 \
    final_area_um2 3290 \
    crit_top_cell "buf_4" \
    die_width_um 111 \
    routed_wl_um 7310 \
    end_kind "output pin" \
    hold_buffers 0 \
    ir_drop_mv 0.0575 \
    setup_viol 0 \
    mostFrequentLayoutCells "buf_4, clkdlybuf4s50_1, a21oi_1" \
    drc_errors 0 \
    flops 0 \
    slew_headroom_pct 78.0 \
    finalCriticalPeriod_ns 3.68 \
    ant_nets 0 \
    cpPeakStageDelay_ns 0.49 \
    yosysChipArea_um2 2060 \
    portBuffers 38 \
    power.density_nw_per_um2 151 \
    ios 64 \
    yosysUniqueCellTypes 57 \
    post-route-period-util_pct 96.8 \
    synth.cell_area_um2 2060 \
    firstDrtPassIters 5 \
    vias 2607 \
    hp-start "PC[1]" \
    diodes 0 \
    layout_top_cell "buf_4" \
    rows 33 \
    top_area_share_pct 9.73 \
    hold_viol 0 \
    leakage_nw 1.38 \
    die_y_um 111 \
    drive_above_1_share_pct 33.7 \
    synth_seq_share_pct 0 \
    gp_congestion 0.895 \
    rsz0062_at_grt "true" \
    overflow 0 \
    min_to "instruction[17]" \
    top_area_cell "ha_1" \
    drt-vias-per-instance 5.13 \
    drt_iter0_drc 195 \
    synthesis.instances 302 \
    critPathKind "input port to output pin" \
    min_path_type "input port to output pin" \
    dpl-instance-area_um2 3100 \
    coreArea_um2 8130 \
    area_leaders "ha_1, a21oi_1, o21ai_0" \
    seq_area_um2 0 \
]
## repair_timing
| action | 4_1_cts | 5_1_grt |
|---|---|---|
| setup buffers | 2 | 1 |
| endpoints found under the setup margin | 28 | 22 |
| cloned | 0 | 1 |
| pin swaps | 2 | 4 |
| gates resized | 23 | 12 |
## report_power, final
part / leakage [nW] / switching, mW / internal, mW / total [mW]
Combinational: 1.38 / 0.226 / 0.270 / 0.495
Sequential: 0 / 0 / 0 / 0
Clock: 0 / 0 / 0 / 0
## cells in the mapped netlist, types with 3 or more instances
| cell type | count |
|---|---|
| xnor2_2 | 5 |
| inv_2 | 3 |
| o22ai_1 | 8 |
| nand3_1 | 11 |
| o221ai_1 | 3 |
| buf_6 | 4 |
| nor4_1 | 3 |
| buf_4 | 5 |
| a22oi_1 | 3 |
| o31ai_1 | 5 |
| nand4_1 | 3 |
| nor2_1 | 25 |
| nor3_1 | 10 |
| buf_2 | 10 |
| nand2_1 | 28 |
| mux2i_1 | 5 |
| mux2_2 | 5 |
| xnor2_1 | 9 |
| inv_1 | 10 |
| clkbuf_1 | 13 |
| a31oi_1 | 9 |
| a211oi_1 | 8 |
| a21oi_1 | 29 |
| a311oi_1 | 6 |
| o21ai_0 | 25 |
| ha_1 | 16 |
## worst max path at each step
stage                     end   from  cells past startpoint  slack (ns)
global route  instruction[24]  PC[0]                      9       -0.04
finish         instruction[6]  PC[2]                     11        0.12
CTS           instruction[26]  PC[1]                      8       0.003
## cells by family (layout without fill, tap and decap cells)
kind of cell,count (synthesis),count (layout),synth area share (%)
AOI/OAI and AO/OA,116,116,36.8
xor gates and xnor gates,20,20,12.9
adders and majority gates,16,16,9.73
buffers and inverters,46,147,11.4
muxes,12,12,7.36
and+or+nand+nor,92,92,21.8
## critical path: cells and delay by family
family | cells | cell delay, ns
xor+xnor | 2 | 0.24
buf+inv | 5 | 1.22
compound gates | 3 | 0.49
fa+ha+maj | 1 | 0.19
## layer usage
layer	track usage, %	vias up	wire length, um
met5	0	-	0
met4	0.260	0	0
met3	1.15	0	314
met2	18.2	77	3470
met1	15.5	1195	3530
li1	-	1335	-
## through the flow
stage / TNS [ns] / hold slack, ns / utilization [%] / power [mW] / setup slack [ns]
after floorplan: 0 / 1.78 / - / 0.238 / 0.632
after global placement: -5.47 / 2.70 / 38.1 / 0.470 / -0.286
after detailed placement: -5.65 / 2.70 / 38.1 / 0.471 / -0.300
after CTS: 0 / 2.70 / 39.6 / 0.489 / 0.00280
after global routing: -0.0780 / 2.49 / 40.5 / 0.541 / -0.0394
final: 0 / 2.40 / 40.5 / 0.495 / 0.121
## final cells by class
class              instances  share of cell area (%)
multi-input cells        256                    59.2
inverters                 13                    1.48
repair buffers           134                    35.3
well taps                105                    3.99
Power is estimated from default activity; no workload was simulated.
